==> flow/design.v <==
`timescale 1ns / 1ps
module clk_gen(
    input clk,
    input rst,
    output clk_div
    );
    reg [26:0] cnt;
    initial cnt = 0;
    always @ (posedge clk, posedge rst)  
        begin
            cnt <= cnt + 1;
            if (rst) cnt <= 0;
        end
    assign clk_div = cnt[18];
endmodule
`timescale 1ns / 1ps
module fir_filter_top(
   input clk,
   input btnC,  
   input vauxp6,  
   input vauxn6,  
   input sw,  
   output [3:0] an,
   output dp,
   output [0:6] seg,
   output [7:0] JB  
    );
   wire enable;
   wire [6:0] Address_in;     
   reg [15:0] string;
   wire [15:0] data;  
   wire signed [7:0] filtered_data;  
   reg [7:0] filtered_data_tm[0:4];
   assign Address_in = 8'h16; 
 assign JB = filtered_data;  
    xadc_wiz_0 XLXI_7 (
      .daddr_in(Address_in),  
      .dclk_in(clk),    
      .den_in(enable),    
      .di_in(),           
      .dwe_in(),          
      .busy_out(),        
      .vauxp6(vauxp6),    
      .vauxn6(vauxn6),    
      .vn_in(),           
      .vp_in(),           
      .alarm_out(),       
      .do_out(data),      
      .reset_in(),        
      .eoc_out(enable),   
      .channel_out(),     
      .drdy_out()         
      );
    low_pass_rf filter(.sig_in(data[15:8]), .clk(clk), .rst(btnC), .sig_out(filtered_data), .enable(sw));
    always @ (*)
        begin
            if (btnC)
                string = 16'h1111;  
            else if (sw)
                string = 16'h000F;  
            else if (~sw)
                string = 16'h0000;  
            else
            string = 16'he404;  
        end
    sseg_x4_top display(
      .sw(string),
      .clk(clk),
      .rst(btnC),
      .an(an),
      .dp(dp),
      .seg(seg));    
endmodule
module test_DAC(
    input clk,
    output reg [7:0] JB
);
wire slow_clk;
clk_gen cd1(.clk(clk), .rst(1'b0), .clk_div(slow_clk));
initial JB = 8'h00;
always @ (posedge slow_clk)
    begin
        JB <= JB + 1;
    end 
endmodule
==> flow/run.sh <==
#!/bin/bash
# OpenROAD 26Q1-2900-gdf79404cd8, Yosys 0.63+post, stock flow scripts
make -C /OpenROAD-flow-scripts/flow DESIGN_CONFIG=/design/flow/config.mk WORK_HOME=/design/flow/orfs finish
==> flow/config.mk <==
export PLATFORM = sky130hd
export DESIGN_NAME = test_DAC
export DESIGN_NICKNAME = test_DAC
export VERILOG_FILES = /design/flow/design.v
export SDC_FILE = /design/flow/constraint.sdc
export NUM_CORES = 4
export LEC_CHECK = 1
export CORE_AREA = 10 10 92 92
export DIE_AREA = 0 0 102 102
==> flow/constraint.sdc <==
current_design test_DAC

set clk_period 3.5
set clk_io_pct 0.2

create_clock -name clk0 -period $clk_period [get_ports {clk}]

set non_clock_inputs [all_inputs -no_clocks]
set_input_delay [expr $clk_period * $clk_io_pct] -clock clk0 $non_clock_inputs
set_output_delay [expr $clk_period * $clk_io_pct] -clock clk0 [all_outputs]
==> impl_metrics.json <==
{
  "required_ps": 3640,
  "p_leak_uw": 0.000413,
  "outcome": "finished, final reports clean",
  "untimed_endpoints": 16,
  "initial_utilization": 0.152,
  "unclocked_regs": 8,
  "worst-path-buf-inv": 0,
  "post_cts_buffers": 0,
  "warning_count": 25,
  "hpwl_mm": 1.03,
  "final_cell_mix": "dfxtp_1, xnor2_1, nand3_1",
  "grt_pass1_wl_mm": 2.53,
  "n_fill_cell": 693,
  "syn_inst": 89,
  "max_freq_mhz": 662,
  "tightest_slew_ps": 300,
  "finalSetupTns_ps": 0,
  "num_vias": 583,
  "path_max_fanout": 5,
  "worstPathCellList": "ha_1 > nand3_4 > nor4_4 > nand3_1 > xnor2_1",
  "internal-power_uw": 295,
  "synth_flops": 27,
  "die_y_um": 102,
  "cts_made_buffers": 3,
  "yosys_area_um2": 983,
  "first_global_vias": 607,
  "cts_root_buf": "clkbuf_8",
  "drv_slew": 0,
  "yosysUniqueCellTypes": 15,
  "dieArea_mm2": 0.0104,
  "track_usage": 0.0287,
  "wl_per_cell_um": 7.56,
  "drive_gt1_frac": 0.0891,
  "rows": 29,
  "antenna_found_initial": 0,
  "setup-violations-final": 0,
  "cts_buffer_depth": 2,
  "maxCapViolations": 0,
  "syn_area_um2": 983,
  "ant_nets": 0,
  "p_seq_frac": 0.596,
  "maxSlewHeadroom": 0.798,
  "layout_top_cell": "dfxtp_1",
  "slowest_delay_ps": 380,
  "p_clk_frac": 0.404,
  "grt_max_degree": 12,
  "fin_crit_ps": 1510,
  "ys_seq_share": 0.550,
  "die_w_um": 102,
  "p_switching_uw": 67.6,
  "htreeDepth": 1,
  "finalHoldViolCount": 0,
  "rsz0062_at_grt": "no",
  "synth_area_per_cell_um2": 11.0,
  "clk_latency_ps": 250,
  "drc": 0,
  "p_sw_frac": 0.186,
  "cts_resized": 0,
  "drtIter0Drc": 34,
  "power.density_mw_per_mm2": 301,
  "cp-start-kind": "flop",
  "syn2layout_area_growth_pct": 22.6,
  "fin_skew_ps": 3.77,
  "core-area_mm2": 0.00646,
  "cp_slowest_cell": "nor4_4",
  "place_congestion": 0.721,
  "ir_worst_vdd_mv": 0.390,
  "arrival_ps": 1650,
  "cp_top_family": "simple AND/OR/NAND/NOR gates",
  "cts_tree": "built",
  "hold_class": "reg2reg",
  "ys_cells": 89,
  "min_period_over_period": 0.432,
  "endpoint_kind": "flop",
  "yosys_warnings": 2,
  "wl_mm": 1.35,
  "hold_buffers": 0,
  "power_frac_comb": 0,
  "insertedDiodeCount": 0,
  "viasPerCell": 3.28,
  "io_pins": 9,
  "final_cell_area_mm2": 0.00121,
  "critPathKind": "reg2reg",
  "firstDrtPassIters": 2,
  "path_clk_slew_ps": 70,
  "io_buffers": 8,
  "grt-ovfl-total": 0,
  "placed_area_mm2": 0.00116
}
==> registers in the layout, summed over array words and instances (netlist names) <==
name and cells:
JB 8, cd1.cnt 19
==> power groups by stage <==
| stage | combinational [µW] | clock (µW) | sequential [µW] |
|---|---|---|---|
| after global routing | 0.000170 | 164 | 216 |
| after CTS | 0.000170 | 152 | 216 |
| final | 0.000170 | 146 | 216 |
==> layer usage <==
metal	GRT usage	share of wire
met1	0.0348	0.51
met5	0	0
met4	0.00325	0.012
met3	0.0109	0.086
met2	0.0489	0.40
==> Yosys cell counts <==
cell | instances | area [µm²]
dfxtp_1 | 27 | 541
xnor2_1 | 16 | 140
nand3_1 | 10 | 50.1
xor2_1 | 7 | 61.3
nand2_1 | 6 | 22.5
and3_1 | 4 | 25.0
nor2_1 | 4 | 15.0
inv_1 | 3 | 11.3
nor3_1 | 3 | 15.0
ha_1 | 2 | 25.0
nand3_2 | 2 | 20.0
nand4_1 | 2 | 12.5
nand3_4 | 1 | 17.5
nor4_4 | 1 | 21.3
or2_2 | 1 | 6.26
==> kinds of logic after synthesis <==
logic type                 Yosys count  share of synthesized area
buffers and inverters                3                     0.0114
xor gates and xnor gates            23                      0.205
DFF                                 27                      0.550
and+or+nand+nor                     34                      0.209
adders and majority gates            2                     0.0254
==> worst paths after layout <==
kind	from	to	slack, ps	cells past startpoint
hold / removal	cd1.cnt[0]$_DFF_P_	cd1.cnt[0]$_DFF_P_	420	1
setup reg to reg	cd1.cnt[0]$_DFF_P_	cd1.cnt[18]$_DFF_P_	1990	5
hold reg to reg	cd1.cnt[0]$_DFF_P_	cd1.cnt[0]$_DFF_P_	420	1
setup / recovery	cd1.cnt[0]$_DFF_P_	cd1.cnt[18]$_DFF_P_	1990	5
==> area by class of cell <==
class	instances	area [µm²]	share of cell area
multi-input combinational	59	432	0.358
timing repair buffer	8	80.1	0.0664
clock inverter	1	5.00	0.00415
inverter	3	11.3	0.00934
sequential	27	541	0.448
clock buffer	3	41.3	0.0342
tap	77	96.3	0.0799
==> metrics by stage <==
step | cells | power [µW] | setup slack (ps) | util | hold slack, ps
after floorplan | 89 | 221 | 2080 | - | 383
after global placement | 174 | 221 | 2020 | 0.180 | 392
after detailed placement | 174 | 221 | 2000 | 0.180 | 400
after CTS | 178 | 368 | 1970 | 0.187 | 427
after global routing | 178 | 380 | 1870 | 0.187 | 445
final | 178 | 363 | 1990 | 0.187 | 422
==> worst register-to-register path, stage by stage, from the launching register on <==
cell     delay, ps
dfxtp_1        370
ha_1           250
nand3_4        130
nor4_4         380
nand3_1        140
xnor2_1        130
No activity file was given, so power comes from the tool's default toggle rates.
